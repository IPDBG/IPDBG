===== config.mk =====
export PLATFORM = sky130hd
export DESIGN_NAME = IurtController
export DESIGN_NICKNAME = IurtController
export VERILOG_FILES = /design/flow/design.v
export SDC_FILE = /design/flow/constraint.sdc
export NUM_CORES = 4
export LEC_CHECK = 1
export CORE_AREA = 10 10 100 100
export DIE_AREA = 0 0 110 110

===== constraint.sdc =====
current_design IurtController

set clk_period 1.7
set clk_io_pct 0.2

create_clock -name clk0 -period $clk_period [get_ports {clk}]

set non_clock_inputs [all_inputs -no_clocks]
set_input_delay [expr $clk_period * $clk_io_pct] -clock clk0 $non_clock_inputs
set_output_delay [expr $clk_period * $clk_io_pct] -clock clk0 [all_outputs]

===== design.v =====
module IurtController
    #(parameter     ASYNC_RESET = 0)
    (
        clk, rst, ce,  
        cyc_i, stb_i, we_i, adr_i, dat_i, dat_o, ack_o,  
        break_o,
        data_dwn_ready, data_dwn_valid, data_dwn, data_up_ready, data_up_valid, data_up
    );
    input         clk;
    input         rst;
    input         ce;
    input         cyc_i;
    input         stb_i;
    input         we_i;
    input  [2:2]  adr_i;
    input  [31:0] dat_i;
    output [31:0] dat_o;
    output        ack_o;
    output        break_o;
    output        data_dwn_ready;
    input         data_dwn_valid;
    input  [7:0]  data_dwn;
    input         data_up_ready;
    output        data_up_valid;
    output [7:0]  data_up;
    wire          arst;
    wire          srst;
    wire          break_o;
    wire          ack_o;
    reg           ack_wr;
    reg           ack_rd;
    wire [31:0]   dat_o;
    wire          data_dwn_ready;
    wire          TxReady;
    reg           break_local;
    reg           break_enable;
    reg           data_up_valid;
    reg [7:0]     data_up;
    generate if (ASYNC_RESET) begin : gensrst
        assign srst = 0;
        assign arst = rst;
    end else begin : genarst
        assign srst = rst;
        assign arst = 0;
    end
    endgenerate
    assign break_o = break_local & break_enable;
    always @(posedge clk)
        if (ce) begin
            break_local <= data_dwn_valid;
        end
    always @(posedge clk or posedge arst)
        if (arst) begin
            break_enable <= 1;
        end else begin
            if (srst) begin
                break_enable <= 1;
            end else begin
                if (ce) begin
                    if (break_o) begin
                        break_enable <= 0;  
                    end
                    if (cyc_i & stb_i & we_i & adr_i[2] & ~ack_wr) begin
                        break_enable <= dat_i[0];
                    end
                end
            end
        end
    assign ack_o = ack_wr | ack_rd;
    generate if (1) begin
        wire       valid;
        reg        data_dwn_ready_local;
        reg        set_ready;
        reg  [7:0] data_o_local;
        assign dat_o = {22'b0, TxReady, valid , data_o_local};
        assign data_dwn_ready = data_dwn_ready_local;
        assign valid = ~data_dwn_ready_local;
        always @(posedge clk or posedge arst)
            if (arst) begin
                ack_rd <= 0;
                set_ready <= 1'bx;
                data_dwn_ready_local <= 1;
                data_o_local <= 8'bxxxxxxxx;
            end else begin
                if (srst) begin
                    ack_rd <= 0;
                    set_ready <= 1'bx;
                    data_dwn_ready_local <= 1;
                    data_o_local <= 8'bxxxxxxxx;
                end else begin
                    if (ce) begin
                        set_ready <= 0;
                        ack_rd <= 0;
                        if (cyc_i & stb_i & ~we_i & ~ack_rd) begin
                            ack_rd <= 1;
                            if (adr_i[2] == 0) begin
                                set_ready <= 1;
                            end
                        end
                        if (data_dwn_valid)
                          begin
                            data_o_local <= data_dwn;
                            data_dwn_ready_local <= 0;
                          end
                        else if (set_ready)
                            data_dwn_ready_local <= 1;
                    end
                end
            end
    end endgenerate
    generate if (1) begin
        reg       buffer_empty;
        reg [7:0] data_buffer;
        assign TxReady = buffer_empty;
        always @(posedge clk or posedge arst)
            if (arst) begin
                buffer_empty <= 1;
                ack_wr <= 0;
                data_buffer <= 8'bxxxxxxxx;
                data_up_valid <= 0;
                data_up  <= 8'bxxxxxxxx;
            end else begin
                if (srst) begin
                    buffer_empty <= 1;
                    ack_wr <= 0;
                    data_buffer <= 8'bxxxxxxxx;
                    data_up_valid <= 0;
                    data_up  <= 8'bxxxxxxxx;
                end else begin
                    if (ce) begin
                        data_up_valid <= 0;
                        if (data_up_ready & ~buffer_empty) begin
                            buffer_empty <= 1;
                            data_up_valid <= 1;
                            data_up <= data_buffer;
                        end
                        ack_wr <= 0;
                        if (cyc_i & stb_i & we_i & ~ack_wr & (buffer_empty | adr_i[2])) begin
                            ack_wr <= 1;
                            if (adr_i[2] == 0) begin
                                data_buffer <= dat_i[7:0];
                                buffer_empty <= 0;
                            end
                        end
                    end
                end
            end
    end endgenerate
endmodule

===== run.sh =====
#!/bin/bash
# OpenROAD 26Q1-2900-gdf79404cd8, Yosys 0.63+post, stock flow scripts
make -C /OpenROAD-flow-scripts/flow DESIGN_CONFIG=/design/flow/config.mk WORK_HOME=/design/flow/orfs finish

==> results.cfg <==
; physical design summary
[min_path]
hp-class = reg2reg

[route]
ant_nets = 0
dr.first_iter.drc_count = 47
route.detailed.wl_per_inst_um = 11.3
drcViolationCount = 0
n_antenna_cell = 0
totalWireLength_um = 2850
detail_route.vias_per_cell = 3.08
first_pass_iters = 4
route.vias.total = 777

[finish]
syn_to_final_growth_pct = 53.3
logic_area_um2 = 278
final_core_utilization_pct = 25.4
post-route-cell-area_um2 = 1980
post_route_cells_drive_above_1_share_pct = 17.3
filler_cell_count = 828
finalNonFillerCells = 252
flop_area_um2 = 903

[final_timing]
slew_viol_final = 0
rsz0062_at_grt = false
finClkSkew_ns = 0.00838
period_needed_ns = 1.58
report.final.hold_viol_count = 0
clock.fmax_ghz = 0.632
final-setup-viol-count = 0
final_period_utilization_pct = 93.1
layout_setup_ws_ns = 0.117

[worst_setup_path]
crit_path_max_incr_delay_ns = 0.42
worstPathBufferInverterCount = 1
reg2reg_setup_slack_ns = 0.27
timing.rr.end = genblk3.data_buffer[5]$_DFFE_PP_
crit_cells = 2
worst_setup_path_endpoint = break_o
critical_path.reg2reg.startpoint = ack_wr$_SDFFE_PP0P_
startpoint_of_the_most_critical_setup_path = break_local$_DFFE_PP_
critical_path_arrival_ns = 1.24
critical_path_sink_type = output port
critical_path.top_delay_family = buffers and inverters
crit_path_slowest_cell = clkdlybuf4s50_1
timing.critical_path.from_type = register
worstSetupPathType = reg2out
crit_fanout = 2
ff2ff_path_depth = 4
critPathRequiredTime_ns = 1.36
timing.critical_path.cells = and2_1 -> clkdlybuf4s50_1

[power]
p_seq_share_pct = 49.9
combPwrFrac_pct = 10.3
design_internal_power_mw = 1.51
switching_power_uw = 326
power.leakage_nw = 0.766
power.ir.vdd_worst_mv = 0.282
netSwitchingFraction_pct = 17.7
totalPowerFinal_mw = 1.84
cell_area_power_density_nw_per_um2 = 927
clock_power_share_pct = 39.9

[cts]
cts_tree = built
tritoncts_buffers = 5
postCtsSetupBuffers = 0
cts_max_path_buffers = 2
clk-insertion-delay-late_ns = 0.28
cts_htree_levels = 2
cts_sinks = 32
cts.reportedPaths.clkPinSlew_ns = 0.06
cts.root.buffer_cell = clkbuf_8

[placed_design]
place.port_buffers = 46
last_weighted_congestion_value_of_the_routability_driven_placer = 0.732
numPlacedInstances = 244
post-place-ws_ns = -0.250
placedInstanceArea_um2 = 1860
dpl.hpwl_um = 2350

[floorplan]
floorplan.initialDensity_pct = 16.6
height_of_the_die_um = 110
chipArea_um2 = 12100
chipWidth_um = 110
floorplan.io_pins = 93
fp-row-count = 32
floorplan.core_area_um2 = 7810

[global_routing]
first_global_vias = 820
grt_remaining_overflow = 0
grt_max_degree = 13
grt_antenna_before_repair = 0
wire_length_of_the_first_global_routing_pass_um = 4290
grtUsageTotal_pct = 4.56

[job]
cap_viol_max_count = 0
warning_count = 49

[synth]
yosys.area.top_type_share_pct = 60.3
synthSimpleGateAreaFrac_pct = 9.96
yosys_warning_count = 1
post_synth_instance_area_um2 = 1290
synth.cellmix.adderShare_pct = 0
ys_area_um2 = 1290
synth-compound-area-share_pct = 4.16
netlist_logic_family_top = buffers and inverters
ys_cells = 91
synth_sequential_area_ratio_pct = 69.6
largest_area_cell = edfxtp_1
largest_cells_by_area_after_synthesis = edfxtp_1 60%, buf_4 14%, dfxtp_1 9.3%
synth_cell_type_count = 24
synth.area.mux_share_pct = 0.774
avgSynthCellArea_um2 = 14.2
yosys_register_bits = 32
synthCells = 91
xor_xnor_area_share_pct = 0

[run_status]
result_of_the_run = finished, final reports clean
## power by group through the flow
stage | logic, mW | registers, mW | clock network (mW)
after CTS | 0.196 | 0.917 | 0.762
after global routing | 0.210 | 0.922 | 0.804
final | 0.189 | 0.917 | 0.733
## cell type report
class / count / share of cell area (%)
inverters: 2 / 0.379
clock inverters: 2 / 1.70
flip-flops and latches: 32 / 45.6
repair buffers: 56 / 27.8
multi-input cells: 52 / 14.0
well taps: 102 / 6.44
clock buffers: 6 / 4.16
## registers in the layout (all words and copies together), names as in the netlist
name	flops
break_local	1
genblk3.data_buffer	8
break_enable	1
data_up	8
genblk2.set_ready	1
data_up_valid	1
genblk3.buffer_empty	1
genblk2.data_dwn_ready_local	1
ack_wr	1
ack_rd	1
genblk2.data_o_local	8
## synth_stat cells, drive strengths merged
cell / instances
a21o: 1
a21oi: 7
and2: 1
buf: 25
clkbuf: 1
conb: 1
dfxtp: 6
edfxtp: 26
inv: 2
mux2i: 1
nand2: 2
nand2b: 4
nand3b: 2
nor2: 2
nor3: 1
nor4: 1
nor4b: 1
o21bai: 1
or2: 4
or3: 1
or4b: 1
## worst min path at each step
stage,startpoint,to,cells after the start
finish,genblk3.data_buffer[0]$_DFFE_PP_,data_up[0]$_DFFE_PP_,0
global route,genblk3.data_buffer[7]$_DFFE_PP_,data_up[7]$_DFFE_PP_,0
CTS,genblk3.data_buffer[1]$_DFFE_PP_,data_up[1]$_DFFE_PP_,0
## layout by cell type (no fill, tap or decap), types with 2 or more instances in the layout
master,count
a21oi_1,6
buf_4,9
clkbuf_8,6
clkdlybuf4s50_1,45
conb_1,22
dfxtp_1,4
dfxtp_2,2
edfxtp_1,26
inv_1,2
nand2b_1,4
nand3b_1,2
nor2_1,2
or2_2,3
## through the flow
step,hold WS [ns],setup TNS [ns]
6_report,0.419,0
5_1_grt,0.426,0
4_1_cts,0.421,0
3_5_place_dp,0.405,-2.00
3_3_place_gp,0.400,-1.75
2_1_floorplan,0.400,0
## timing repair
action / CTS / global route
setup endpoints to repair: 0 / 9
hold buffers: 0 / 0
gates resized: 0 / 4
## kinds of logic (layout without fill, tap and decap cells)
family	Yosys count	count (layout)
AND-OR/OR-AND	9	9
buffers and inverters	28	66
flip-flops	32	32
multiplexers	1	1
other	1	22
AND/OR/NAND/NOR	20	20
## routing by layer
| metal | track usage (%) | part of all wire [%] | vias up | wire (um) |
|---|---|---|---|---|
| li1 | - | - | 387 | - |
| met1 | 5.81 | 40 | 339 | 1130 |
| met2 | 6.94 | 45 | 45 | 1290 |
| met3 | 2.00 | 12 | 6 | 337 |
| met4 | 1.30 | 3.2 | 0 | 90 |
| met5 | 0 | 0 | - | 0 |
Power figures rest on the tool's default switching activity, not on a simulated workload.
